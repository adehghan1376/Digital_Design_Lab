--- flow/config.mk ---
export PLATFORM = sky130hd
export DESIGN_NAME = Sign_Extend
export DESIGN_NICKNAME = Sign_Extend
export VERILOG_FILES = /design/flow/design.v
export SDC_FILE = /design/flow/constraint.sdc
export NUM_CORES = 4
export LEC_CHECK = 1
export CORE_AREA = 10 10 70 70
export DIE_AREA = 0 0 80 80
--- flow/constraint.sdc ---
current_design Sign_Extend

set clk_period 3.7
set clk_io_pct 0.2

create_clock -name clk0 -period $clk_period

set non_clock_inputs [all_inputs -no_clocks]
set_input_delay [expr $clk_period * $clk_io_pct] -clock clk0 $non_clock_inputs
set_output_delay [expr $clk_period * $clk_io_pct] -clock clk0 [all_outputs]
--- flow/design.v ---
module Sign_Extend(instruction,extended_address);    
	input [31:0] instruction;
	output [63:0] extended_address;
	assign extended_address = ((instruction[31:21]==11'b11111000000)||(instruction[31:21]==11'b11111000100)) ? {{55{instruction[20]}},instruction[20:12]} : (instruction[31:24]==8'b10110101 ?  {{45{instruction[23]}},instruction[23:5]}:0);
endmodule
--- flow/run.sh ---
#!/bin/bash
# OpenROAD 26Q1-2900-gdf79404cd8, Yosys 0.63+post, stock flow scripts
make -C /OpenROAD-flow-scripts/flow DESIGN_CONFIG=/design/flow/config.mk WORK_HOME=/design/flow/orfs finish
==> results.cfg <==
; yosys + openroad results
[logic_synthesis]
yosys.cell_types.count = 14
ys_cells = 92
synth_area_um2 = 624.3
synth.logic.top_family = buffers and inverters
synth.area.mux_share_pct = 0
compound_area_share_pct = 20.04
syn_area_per_cell_um2 = 6.786
simple_gate_share_pct = 22.65
yosys_area_um2 = 624.3
xor_share_pct = 0
syn-instance-count = 92
synth-seq-area-share_pct = 0
synth.cellmix.adderShare_pct = 0
yosysWarningCount = 0

[setup_path]
worst_ep_arrival_time_ps = 2710
critical_path.top_delay_family = buffers and inverters
crit_path_max_incr_delay_ps = 510
critical-path-top-cell-by-count = sky130_fd_sc_hd__clkdlybuf4s50_1
crit_fanout = 46
critPathLaunchType = input pin
critical_path.endpoint_type = output port
cp_cell_sequence = clkdlybuf4s50_1 > nor4b_4 > nand3_4 > a21oi_2 > buf_12 > clkdlybuf4s50_1
setup.worst_path.class = in -> out
cp_num_buf_inv = 3
cp_slowest_cell = sky130_fd_sc_hd__clkdlybuf4s50_1
wp_data_required_ps = 2960

[cells_and_area]
seq_area_um2 = 0
fill_cells = 343
finish.utilization_pct = 37.91
post_route_cells_drive_above_1_share_pct = 6.475
post_layout_nonfiller_instances = 185
postLayoutCellArea_um2 = 1295
layout.clock_buffers = 0
final_sequential_cell_count = 0
area.growth.synth_to_final_pct = 107.4

[flow_run]
openroad.warnings = 37
drv.max_cap_violation_count = 0

[power]
sequentialPowerShare_pct = 0
cell_internal_power_dissipation_uw = 33.25
comb_power_share_pct = 100.0
p_leak_uw = 0.0003848
p_clk_share_pct = 0
switching_power_uw = 15.20
net_switching_fraction_of_the_power_pct = 31.37
power.density_nw_per_um2 = 37.41
max-vdd-ir-drop_mv = 0.02592

[drt]
antenna_violating_nets_post_route = 0
vias = 724
antenna-diode-count = 0
route.detailed.wl_per_inst_um = 14.55
viasPerCell = 3.914
drt-initial-drc-count = 14
route.final.wire_length_um = 2692
detailedRoute.firstPassIterationCount = 4
drc = 0

[global_route]
grt_max_degree = 47
grt_pass1_wl_um = 3877
antenna_found_initial = 0
global_route.overflow_total = 0
groute.usage.overall_pct = 7.204
number_of_global_route_vias_before_repair = 703

[timing]
worst_margin_slew_ps = 347.4
max-slew-margin-rel_pct = 76.51
finalCritPeriodShare_pct = 93.25
final.setup.worst_slack_ps = 249.7
grt_setup_unrepaired = false
final_tally_of_max_slew_violations = 0
fmaxAchievable_mhz = 289.8
setup_viol = 0
final.min_clock_period_ps = 3450
hold_viol = 0
fin_setup_tns_ps = 0

[place]
place.port_buffers = 91
placed_cells = 185
dpl_cell_area_um2 = 1295
hpwl_um = 2314
routabilityCongestion = 0.6859
place_worst_setup_slack_ps = 234.8

[floorplan]
placementRows = 21
initCoreUtil_pct = 18.28
die_width_um = 80
chip_area_um2 = 6400
core_um2 = 3416
ioPinCount = 96
chipHeight_um = 80

[clock_tree]
ctsHoldBuffers = 0
post_cts.repair.setup_buffers = 0
postCtsResizedCells = 0

[outcome]
run_status = finished clean

[worst_hold_path]
worst_hold_path_type = in -> out
path summary, 6_finish.rpt:
check            start  cells after the start                    to  slack [ps]
min    instruction[16]                      4  extended_address[11]        2410
max    instruction[21]                      6  extended_address[59]         250
through the flow:
step           hold WS (ps)  power, µW
2_1_floorplan          1552      11.61
3_3_place_gp           2428      47.94
3_5_place_dp           2419      48.59
4_1_cts                2429      48.70
5_1_grt                2458      51.77
6_report               2415      48.45
final cells by class:
class / instances / area (µm²) / share of cell area (%)
Timing Repair Buffer: 96 / 960.9 / 74.20
Multi-Input combinational cell: 43 / 276.5 / 21.35
Tap cell: 46 / 57.56 / 4.444
per-layer routing:
layer | GRT usage [%] | vias to the layer above | share of wire, %
li1 | - | 369 | -
met1 | 8.108 | 308 | 36
met2 | 12.60 | 47 | 48
met3 | 3.636 | 0 | 16
met4 | 0 | 0 | 0
met5 | 0 | - | 0
synth_stat cells, drive strengths merged:
cell type	instances	area share, %
clkbuf	1	0.60
nor3b	1	1.2
nor4b	1	3.8
nor2	8	4.8
a21oi	11	8.8
nand3	1	2.8
nand2	10	6.0
nor4bb	1	1.6
a32oi	8	11
nor2b	1	1.0
nand4b	1	1.4
buf	48	57
cells by family (layout without fill, tap and decap cells):
family	count (synthesis)	after routing
buffers and inverters	49	96
and+or+nand+nor	24	24
AOI/OAI and AO/OA	19	19
power groups by stage:
| stage | clock network [µW] | registers [µW] | logic, µW |
|---|---|---|---|
| final | 0 | 0 | 48.5 |
| after global routing | 0 | 0 | 51.8 |
| after CTS | 0 | 0 | 48.7 |
layout by cell type, fill, tap and decap left out:
cell type                         instances
sky130_fd_sc_hd__nand3_4                  1
sky130_fd_sc_hd__nor2b_1                  1
sky130_fd_sc_hd__buf_12                   1
sky130_fd_sc_hd__a21oi_1                 10
sky130_fd_sc_hd__nor3b_1                  1
sky130_fd_sc_hd__nand2_1                 10
sky130_fd_sc_hd__buf_4                    4
sky130_fd_sc_hd__nor2_1                   8
sky130_fd_sc_hd__clkdlybuf4s50_1         91
sky130_fd_sc_hd__a32oi_1                  8
sky130_fd_sc_hd__nor4bb_2                 1
sky130_fd_sc_hd__nand4b_1                 1
sky130_fd_sc_hd__a21oi_2                  1
sky130_fd_sc_hd__nor4b_4                  1
Power figures rest on the tool's default switching activity, not on a simulated workload.

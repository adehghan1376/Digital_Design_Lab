$ cat flow/run.sh
#!/bin/bash
# OpenROAD 26Q1-2900-gdf79404cd8, Yosys 0.63+post, stock flow scripts
make -C /OpenROAD-flow-scripts/flow DESIGN_CONFIG=/design/flow/config.mk WORK_HOME=/design/flow/orfs finish
$ cat flow/config.mk
export PLATFORM = sky130hd
export DESIGN_NAME = RegBank
export DESIGN_NICKNAME = RegBank
export VERILOG_FILES = /design/flow/design.v
export SDC_FILE = /design/flow/constraint.sdc
export NUM_CORES = 4
export LEC_CHECK = 1
export CORE_UTILIZATION = 40
$ cat flow/constraint.sdc
current_design RegBank

set clk_period 18.4
set clk_io_pct 0.2

create_clock -name clk0 -period $clk_period [get_ports {clk}]

set non_clock_inputs [all_inputs -no_clocks]
set_input_delay [expr $clk_period * $clk_io_pct] -clock clk0 $non_clock_inputs
set_output_delay [expr $clk_period * $clk_io_pct] -clock clk0 [all_outputs]
$ cat flow/design.v
module RegBank(a,b,c,dataC,write,clk,dataA,dataB);     
	input [0:4]a;
	input [0:4]b;
	input [0:4]c;
	input [0:63]dataC;
	input write;
	input clk;
	output [0:63]dataA;
	output [0:63]dataB;
	reg[0:63] mem [0:31];	 
	assign dataA=mem[a];
	assign dataB=mem[b];
	always @(posedge clk)
	begin
	      if(write == 1'b1)
	        mem[c] = dataC;
	end
		integer k;
	initial 
	begin
	for (k = 0; k< 32;k = k + 1)
		mem[k] = 64'b0;
	end
endmodule
==> metrics.csv <==
metric,value,unit
Post-synth EDFFs,2048,
endpoints failing setup,0,
Max H-tree Level,4,
CTS buffer count,210,
"Seq/Total Area, Yosys",65.4,%
CTS Buffer Depth,3,
CORE AREA,233000,um^2
async set or reset register ratio after synthesis,0,%
Area Growth Syn to Fin,14.3,%
row count,177,
slowest cell on the critical path,a221oi_1,
worst-path cell chain,"buf_8, buf_4, buf_4, buf_4, mux4_2, mux2i_1, a221oi_1, clkdlybuf4s50_1",
Reg area,61500,um^2
remaining global-route overflow,0,
initial antenna violation count,15,
CTS Sinks,2048,
IO Count,209,
Filler Cell Count,18856,
worst vdd ir,0.000108,V
DP Wirelength,163,mm
Main synth FF type,edfxtp_1,
Hold Path End,mem[15][42],
CP startpoint kind,input port,
Final Hold Viols,0,
Tool Warnings,26,
Sw Share,22.4,%
IO buf count,208,
final wirelength,287,mm
Die Area,237000,um^2
HP Class,input port to flip-flop,
Buf/Inv on CP,5,
gr usage total,27.2,%
Largest register FFs,2048,
top area cells in the synthesized netlist,"edfxtp_1, mux4_2, mux2i_1",
Via-to-Cell Ratio,6.21,
via count,49496,
global-route wire length before repair,409,mm
Die X,487,um
post-CTS setup buffer count,0,
Tightest Pin Transition,0.984,ns
Yosys reg bits,2048,
worst stage delay on the critical path,0.82,ns
Place WS,6.52,ns
yosys warns,1,
Final WS setup,6.65,ns
Synth top cell by count,edfxtp_1,
drt drc,0,
Synth top cells by count,"edfxtp_1, mux4_2, mux2i_1",
hold buffer count at CTS,0,
Hold Crit Start,dataC[21],
power per cell area,95.8,nW/um^2
Die Height,487,um
CTS Root Cell,clkbuf_16,
post-cts resize count,0,
Synth Instances,4313,
CTS tree,yes,
CP Class,input port to output pin,
CP most frequent cell,buf_4,
layout cells sized above 1,35.5,%
internal power,7990,uW
sw power,2310,uW
sequential fraction of design power,50.6,%
Pleak,0.0339,uW
Setup TNS,0,ns
logic area,31100,um^2
CP required,14.72,ns
yosys stat chip area,94100,um^2
number of DRC markers in iteration 0,3367,
Critical Path Sink Type,output pin,
yosys cell count,4313,
Dominant cell area share,65.4,%
Yosys top cell by area,edfxtp_1,
combinational power share,8.8,%
Mapped Avg Cell Area,21.8,um^2
WHS Path Cells,1,
Detail Route Antenna Nets,0,
# Max-Cap Violations,0,
Clk pwr share,40.6,%
"Largest delay share family, worst path",buffers and inverters,
Avg WL per Cell,36.0,um
Rel. slew slack,34.4,%
largest net degree at the start of global routing,86,
status,"finished, final reports clean",
fin. max-slew vios,0,
Final min period,11.75,ns
crit path max fanout,54,
clk slew on worst S/H paths,0.06,ns
"Distinct cells, synth",38,
crit share post-route,63.9,%
max frequency,85.1,MHz
vias in the first global route,56822,
First-pass DRT Iterations,5,
Final Core Density,46.1,%
FP Core Util,40.4,%
GP Congestion,0.869,
Mapped Area,94100,um^2
CP arrival,8.07,ns
RSZ-0062 raised after global routing,false,
-- layout by cell type, fill, tap and decap left out, types with 4 or more instances in the layout --
cell type           n
nand3b_1            5
buf_4             254
nor2_4             35
nor4_1              4
clkinv_2           40
inv_6               4
buf_12             16
a22o_1             33
edfxtp_1         2048
bufinv_16          18
nor2b_4             6
a221oi_1           93
a211oi_1            6
buf_8               5
a32oi_1             4
a32o_1             38
a22oi_1            18
clkbuf_1           40
clkbuf_16         215
mux2_2             56
a2111oi_0           4
mux2i_1           362
and3_1              4
a21oi_1             4
o21a_1             22
a211o_1             4
clkinv_1           61
mux4_2           1039
a21o_1              4
o221ai_1            4
nor2b_1            12
nand2_1            87
nor2_1             11
o41ai_1             4
clkinv_8            4
clkdlybuf4s50_1   198
o22ai_1            38
clkinvlp_4          9
-- worst max path at each step --
| stage | from | to | depth (start not counted) |
|---|---|---|---|
| 4_1_cts | b[3] | dataB[6] | 9 |
| 5_1_grt | a[4] | dataA[62] | 9 |
| 6_report | a[4] | dataA[0] | 8 |
-- routing by layer --
layer	routed length (um)	global-route usage, %	part of all wire [%]	up-vias
met2	134000	39.0	47	3923
met5	420	1.98	0.15	-
met3	58900	24.1	21	511
met4	9570	6.74	3.3	30
met1	84500	30.2	29	25118
li1	-	-	-	19914
-- power groups by stage --
| stage | clock [uW] | combinational, uW | sequential [uW] |
|---|---|---|---|
| 6_report | 4190 | 907 | 5210 |
| 4_1_cts | 4260 | 917 | 5210 |
| 5_1_grt | 4420 | 972 | 5220 |
-- final cells by class --
type / instances / share of cell area [%]
antenna: 3 / 0.00698
clock buffer: 255 / 5.14
clock inverter: 139 / 1.10
inverter: 1 / 0.0105
multi-input combinational: 1917 / 28.9
sequential: 2048 / 57.2
tap: 3132 / 3.64
timing repair buffer: 475 / 4.01
-- per-stage QoR --
step | hold WS (ns) | power (uW) | cells | area [um^2]
floorplan | 3.78 | 5830 | 4313 | 94100
global placement | 4.29 | 6220 | 7573 | 101000
detailed placement | 4.31 | 6230 | 7573 | 101000
CTS | 3.40 | 10400 | 7967 | 108000
global route | 3.45 | 10600 | 7968 | 108000
finish | 3.45 | 10300 | 7970 | 108000
-- cells by family (layout without fill, tap and decap cells) --
logic type             Yosys count  after routing  synth area share [%]
DFF                           2048           2048                  65.4
muxes                         1457           1457                  29.4
buffers and inverters          348            870                  1.94
AOI/OAI and AO/OA              276            276                  2.44
and+or+nand+nor                184            184                 0.880
other                            0              3                     0
Power is estimated from default activity; no workload was simulated.

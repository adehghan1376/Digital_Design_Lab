===== /design/flow/run.sh =====
#!/bin/bash
# OpenROAD 26Q1-2900-gdf79404cd8, Yosys 0.63+post, stock flow scripts
make -C /OpenROAD-flow-scripts/flow DESIGN_CONFIG=/design/flow/config.mk WORK_HOME=/design/flow/orfs finish

===== /design/flow/config.mk =====
export PLATFORM = sky130hd
export DESIGN_NAME = DataMem_Class
export DESIGN_NICKNAME = DataMem_Class
export VERILOG_FILES = /design/flow/design.v
export SDC_FILE = /design/flow/constraint.sdc
export NUM_CORES = 4
export LEC_CHECK = 1
export CORE_UTILIZATION = 40

===== /design/flow/constraint.sdc =====
current_design DataMem_Class

set clk_period 2.4
set clk_io_pct 0.2

create_clock -name clk0 -period $clk_period [get_ports {clk}]

set non_clock_inputs [all_inputs -no_clocks]
set_input_delay [expr $clk_period * $clk_io_pct] -clock clk0 $non_clock_inputs
set_output_delay [expr $clk_period * $clk_io_pct] -clock clk0 [all_outputs]

===== /design/flow/design.v =====
module DataMem_Class(Address,WriteData,MemWrite,MemRead,ReadData,clk);    
	reg [63:0]mem[0:31];	 
	input [63:0]Address;
	input clk;
	input MemWrite;
	input WriteData;
	input MemRead;
	output [63:0]ReadData;
	integer k;
	assign ReadData=((MemRead)? mem[Address]: 0 );
initial 
begin
for (k = 0; k< 32;k = k + 1)
mem[k] = 0;
mem[0] = 5;
mem[1] = 5;
mem[2] = 5;
mem[3] = 5;
mem[4] = 5;
	end
	always @(posedge clk)
	begin
	      if(MemWrite == 1'b1)
	        mem[Address] = WriteData;
	end
endmodule

==> reports/results.txt <==
number of cells after detailed placement = 281
most frequent cells in the layout = conb_1 (67), edfxtp_1 (37), nor2_1 (35)
drt drc = 0
gpl congestion = 0.8241
Layout Cells excl Fill = 291
Peak Freq = 0.4274 GHz
area delta synth->final = 14.27%
Via Count = 1,216
Placeable Area = 5107 um^2
I/O Buffers = 10
RSZ-0062 raised after global routing = false
kind of critical path = in2out
Max Slew Vio Count = 0
status = complete, no violations
# Cells Yosys = 189
initial antenna violation count = 0
IO Count = 132
Power, Total = 1253 uW
layout cell share with drive strength beyond 1 = 21.72%
clk buf depth = 2
worst hold path type = in2reg
Tcrit/Tclk final = 97.50%
htree depth = 2
largest area contributor in the netlist = edfxtp_1
largest net degree at the start of global routing = 33
fp util = 41.55%
TritonCTS clock tree = built
power density over the cells = 516.8 nW/um^2
number of flip-flops in the largest register = 37
post-synthesis instance total = 189
count of final hold-check violations = 0
crit path time final = 2.340 ns
ant diodes = 0
Congestion Overflow GR = 0
CP endpoint kind = output port
startpoint types = input port
#FFs+latches synth = 37
Log Warnings = 84
Total Wirelength = 3.293 mm
clock sink count = 37
leak pwr = 0.0009406 uW
syn_area_per_cell = 11.23 um^2
FP Rows = 26
die span in x = 74.84 um
Iteration-0 DRC Markers = 61
ANT nets after route = 0
YS warnings = 1
Total GRT Usage = 13.86%
number of global-route vias before repair = 1,099
Clock Pin Slew Worst Setup and Hold Paths = 0.07 ns
Critical Path RT = 1.92 ns
Crit Path Max Fanout = 5
peak supply drop = 0.2435 mV
Final setup violation count = 0
register share after synthesis = 52.36%
Chip Area, Yosys = 2122 um^2
post-synthesis cell area = 2122 um^2
CTS Buf Count = 5
Pre-antenna DRT Iters = 20
Post-CTS Hold Fix Bufs = 0
CTS Root Cell = clkbuf_8
Max Cap Violations = 0
crit path DAT = 1.86 ns
top cells, area = edfxtp_1 (52%), buf_4 (22%), nor2_1 (6.4%)
most instantiated logic cell after routing = conb_1
Vias/cell = 4.179
die span in y = 74.84 um
drt wl/cell = 11.32 um
Post-CTS Setup Repair Bufs = 0
chip area = 5600 um^2
Yosys top cell area share = 52.36%
first-pass GRT wire length = 5.306 mm
post-DP HPWL = 2.251 mm
synth unique cells = 19
hold path depth = 4
==> power breakdown <==
group | switching, uW | total (uW) | internal [uW]
Combinational | 68.1 | 140 | 72.2
Clock | 197 | 392 | 195
Sequential | 2.28 | 721 | 719
==> synth_stat cells (all sizes together) <==
library cell / number
clkbuf: 1
conb: 1
mux2i: 13
o22ai: 6
or3b: 3
nor2: 36
nand3b: 5
nand2: 5
and3: 1
mux4: 2
edfxtp: 37
or3: 1
a211oi: 2
nand3: 4
nor3: 2
buf: 69
a21oi: 1
==> final cells by class <==
cell class | count | area [um^2]
Fill cell | 482 | 2683
Sequential cell | 37 | 1111
Multi-Input combinational cell | 148 | 854.6
Timing Repair Buffer | 28 | 290.3
Tap cell | 70 | 87.58
Clock buffer | 5 | 68.82
Clock inverter | 3 | 12.51
==> stage by stage <==
step / utilization, % / setup slack (ns) / hold WS (ns) / area, um^2 / setup TNS [ns]
finish: 47.48 / 0.06004 / 0.7988 / 2425 / 0
global route: 47.48 / 0.0008762 / 0.8055 / 2425 / 0
CTS: 47.38 / 0.006123 / 0.7924 / 2420 / 0
detailed placement: 42.75 / -0.5604 / 1.324 / 2183 / -0.8728
global placement: 42.75 / -0.5519 / 1.316 / 2183 / -0.8739
floorplan: - / 0.4275 / 0.5789 / 2370 / 0
==> logic make-up after synthesis <==
logic type | count (synthesis) | share of synthesized area [%]
AND/OR/NAND/NOR | 57 | 12.32
other | 1 | 0.1767
flip-flops | 37 | 52.36
buffers and inverters | 70 | 23.88
AND-OR/OR-AND | 9 | 3.007
multiplexers | 15 | 8.254
==> worst paths after layout <==
check / from / to / slack [ns]
worst max-delay path: Address[3] / ReadData[2] / 0.06
worst min-delay path: Address[4] / mem[9][0]$_DFFE_PP_ / 0.80
==> worst max-delay path, cell delays in order <==
cell,delay (ns)
buf_2,0.11
buf_6,0.12
buf_4,0.13
nor2_2,0.19
nand3_1,0.14
a211oi_2,0.22
clkdlybuf4s50_1,0.48
==> routing by layer <==
metal | part of all wire [%] | GRT usage [%]
met5 | 0 | 0
met4 | 0.79 | 1.887
met3 | 9.2 | 4.342
met2 | 48 | 23.12
met1 | 42 | 19.22
==> repair_timing <==
| item | 4_1_cts | 5_1_grt |
|---|---|---|
| resized | 44 | 2 |
| gates cloned | 2 | 0 |
| endpoints found under the setup margin | 2 | 2 |
| pin swaps | 12 | 3 |
No activity file was given, so power comes from the tool's default toggle rates.
